==> design.v <==
module bin2gray #(
    parameter WIDTH = 32
) (
    input  logic [WIDTH - 1:0] bin_i,
    output logic [WIDTH - 1:0] gray_o
);
    assign gray_o = (bin_i >> 1) ^ bin_i;
endmodule
==> run.sh <==
#!/bin/bash
# OpenROAD 26Q1-2900-gdf79404cd8, Yosys 0.63+post, stock flow scripts
make -C /OpenROAD-flow-scripts/flow DESIGN_CONFIG=/design/flow/config.mk WORK_HOME=/design/flow/orfs finish
==> config.mk <==
export PLATFORM = sky130hd
export DESIGN_NAME = bin2gray
export DESIGN_NICKNAME = bin2gray
export VERILOG_FILES = /design/flow/design.v
export SDC_FILE = /design/flow/constraint.sdc
export NUM_CORES = 4
export LEC_CHECK = 1
export CORE_AREA = 10 10 70 70
export DIE_AREA = 0 0 80 80
==> constraint.sdc <==
current_design bin2gray

set clk_period 1.0
set clk_io_pct 0.2

create_clock -name clk0 -period $clk_period

set non_clock_inputs [all_inputs -no_clocks]
set_input_delay [expr $clk_period * $clk_io_pct] -clock clk0 $non_clock_inputs
set_output_delay [expr $clk_period * $clk_io_pct] -clock clk0 [all_outputs]
==> reports/qor.csv <==
stage,metric,value,unit
drt,drt_wl_total,2090,um
power,p_leak,0.000421,uW
setup_path,required,800,ps
drt,drc,0,
global_route,antenna_found_initial,0,
synthesis,ys_seq_share,0,%
power,power_density,419,mW/mm^2
global_route,grt_util_met1,5.87,%
die,fp_util,8.17,%
die,num_rows,21,
setup_path,cp.arrival,780,ps
synthesis,yosys_cells,32,
final_timing,whs,652,ps
setup_path,critical_path_class,input port to output port,
final_timing,hold_viol,0,
die,fp.dieH,80,um
final_timing,slew_violations,0,
die,die_area,0.00640,sq mm
global_route,use_met3,0.341,%
global_route,grt_pass1_vias,486,
finish,drive_above_1_share,44.2,%
power,vdd_drop_max,0.0816,mV
job,drv_cap,0,
setup_path,start_kind,input port,
drt,initialDrtViolationCount,7,
synthesis,syn_area_per_cell,8.72,sq um
clock_tree,ctsHoldBuffers,0,
finish,fin_util,24.5,%
die,fp.dieW,80,um
setup_path,cp_max_fo,2,
final_timing,fmax,1020,MHz
synthesis,netlist_area,279,sq um
synthesis,post_synth_inst_count,32,
die,ioPinCount,64,
finish,ff_latch_area,0,sq um
global_route,top_usage_layer,met2,
synthesis,synth_cell_types,2,
global_route,grt_max_degree,3,
finish,syn2layout_area_growth,200,%
final_timing,rsz0062_at_grt,no,
place,portBuffers,64,
drt,vias,420,
final_timing,finalClockPeriodUsage,98.2,%
finish,final_cell_mix,"30 x xor2_1, 18 x buf_2, 13 x clkdlybuf4s15_2",
drt,detail-route-antenna-nets,0,
finish,finalInstanceArea,838,sq um
drt,wire_per_inst,14.8,um
finish,final_common_cell,xor2_1,
global_route,grt-ovfl-total,0,
global_route,grtUsageMet2,12.8,%
global_route,grt_use_total,5.89,%
synthesis,yosys_warnings,0,
job,warnings,32,
drt,dr.pass1.iters,2,
final_timing,period_minus_slack,982,ps
place,globalplace.congestion,0.722,
place,dpl_cell_area,970,sq um
finish,seq_cells,0,
final_timing,tightest_slew,178,ps
power,total_power,351,uW
place,dp_hpwl,2010,um
die,core_area,0.00342,sq mm
final_timing,relSlewSlack,88.1,%
drt,n_antenna_cell,0,
setup_path,worstSetupEndpointType,output port,
run_status,status,"finished, final reports clean",
drt,vias_per_cell,2.98,
final_timing,fin_tns_setup,0,ps
finish,clkbuf_count,0,
synthesis,ys_chip_area,279,sq um
global_route,grt_pass1_wl,2900,um
hold_path,hold_path_class,input port to output port,
final_timing,setup_viol,0,
## final timing paths
path / endpoint / from / depth (start not counted) / slack [ps]
setup / recovery: gray_o[2] / bin_i[2] / 3 / 20
hold / removal: gray_o[26] / bin_i[27] / 3 / 650
## metrics by stage
| stage | setup slack (ps) | std cells |
|---|---|---|
| after floorplan | 481 | 32 |
| after global placement | -642 | 141 |
| after detailed placement | -637 | 141 |
| after CTS | 0.365 | 141 |
| after global routing | 0.0257 | 141 |
| final | 17.9 | 141 |
## area by class of cell
class	count	area, sq um
multi-input combinational	31	279
fill	390	2580
tap	46	57.6
timing repair buffer	64	502
## cells in the mapped netlist (all sizes together)
cell type,n,share of area [%]
xor2,31,97
buf,1,2.7
## report_power, final
part,switching (uW),leakage (uW),total [uW],internal [uW]
clock,0,0,0,0
sequential,0,0,0,0
combinational,121,0.000421,351,230
total,121,0.000421,351,230
## worst max-delay path: stages
cell,delay [ps]
clkdlybuf4s15_2,200
xor2_1,140
dlygate4sd2_1,250
## cell families after synthesis
family	count (synthesis)	share of synthesized area, %
buffers and inverters	1	2.69
XOR/XNOR	31	97.3
## metal layers
layer / vias to the layer above / part of all wire (%)
met5: - / 0
met4: 0 / 0.67
met3: 2 / 1.6
met2: 5 / 66
met1: 190 / 31
li1: 223 / -
## timing repair
action,CTS,global route
setup buffers,0,0
pin swaps,16,8
setup endpoints to repair,32,19
gates resized,147,25
Power is estimated from default activity; no workload was simulated.
