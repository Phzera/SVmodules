==> flow/design.v <==
`timescale 1ns / 1ps
module clock_divider #(
    parameter WIDTH = 32
    )(
        input  logic clk_i,
        input  logic rstn_i,
        input  logic enable_i,
        output logic [(WIDTH-1):0] clk_out_o = 'b0
    );
    always_ff @(posedge clk_i) begin : clkDivider
        if (~rstn_i) begin
            clk_out_o <= 'b0;
        end else if (enable_i) begin
            clk_out_o <= clk_out_o + 1'b1;
        end
    end
endmodule
==> flow/run.sh <==
#!/bin/bash
# OpenROAD 26Q1-2900-gdf79404cd8, Yosys 0.63+post, stock flow scripts
make -C /OpenROAD-flow-scripts/flow DESIGN_CONFIG=/design/flow/config.mk WORK_HOME=/design/flow/orfs finish
==> flow/config.mk <==
export PLATFORM = sky130hd
export DESIGN_NAME = clock_divider
export DESIGN_NICKNAME = clock_divider
export VERILOG_FILES = /design/flow/design.v
export SDC_FILE = /design/flow/constraint.sdc
export NUM_CORES = 4
export LEC_CHECK = 1
export CORE_AREA = 10 10 104 104
export DIE_AREA = 0 0 114 114
==> flow/constraint.sdc <==
current_design clock_divider

set clk_period 7.7
set clk_io_pct 0.2

create_clock -name clk0 -period $clk_period [get_ports {clk_i}]

set non_clock_inputs [all_inputs -no_clocks]
set_input_delay [expr $clk_period * $clk_io_pct] -clock clk0 $non_clock_inputs
set_output_delay [expr $clk_period * $clk_io_pct] -clock clk0 [all_outputs]
==> reports/results.tsv <==
stage	metric	value	unit
finish	biggest regs	clk_out_o: 32 flops	
global_routing	initial antenna violation count	0	
power_and_ir_drop	leakage power	0.6376	nW
power_and_ir_drop	Power Total	0.3183	mW
finish	fraction of layout cells with a size suffix above 1	0.06311	
clocking	CTS HTree Levels	2	
synth	Top FF cell, synth	dfxtp_1	
placement	Placed Instances	306	
job	OpenROAD warning count	25	
placement	IO Port Bufs	34	
finish	max reg flops	32	
synth	Synthesized registers	32	
synth	syn avg cell area	8.879	um2
worst_setup_path	kind of end point of the critical path	flip-flop	
floorplanning	I/O Pins	35	
route	via count	1396	
sta	RSZ-0062 raised after global routing	no	
synth	Post-Syn Area	1563	um2
global_routing	global route overflow	0	
placement	DP Wirelength	2.867	mm
job	max-cap violation count	0	
power_and_ir_drop	PD cells	153.8	nW/um2
floorplanning	Floorplan Utilization	0.1801	
worst_hold_path	Hold Path Sink	clk_out_o[31]$_SDFFE_PN0P_	
worst_setup_path	data arrival time of the worst path	3.73	ns
synth	synthesized instance count	176	
worst_setup_path	Max stage delay on crit path	0.61	ns
clocking	CTS clk-pin slew, worst paths	0.07	ns
sta	Slew @ Worst Pin	0.7681	ns
finish	final std cells w/o fill	314	
floorplanning	die area	13000	um2
global_routing	gr usage total	0.06313	
status	status	complete, no violations	
synth	ys async rst share	0	
synth	cell count in the Yosys report	176	
route	antenna cell count	0	
worst_setup_path	R2R Setup Slk	5.61	ns
floorplanning	Die Wd	114	um
synth	Post-synth EDFFs	0	
finish	fillcell total	969	
finish	register area	640.6	um2
worst_hold_path	HP Class	reg2reg	
synth	Distinct cells, synth	35	
worst_setup_path	critical path peak fanout	12	
clocking	Latency at later pin	0.29	ns
synth	top cells by area	dfxtp_1, xor2_1, nand2b_1, nand4_1, o41ai_1	
clocking	cts hold-fix bufs	0	
route	DRC violations left	0	
sta	Max Slew Vio Count	0	
synth	top area contributor share	0.4099	
placement	gp weighted congestion	0.7354	
sta	final clock skew	0.01018	ns
worst_hold_path	Hold Crit Depth	2	
clocking	Gates resized, CTS repair	0	
worst_setup_path	type of origin of the critical path	input pin	
sta	final period demand of the worst path	3.531	ns
floorplanning	core area	8678	um2
route	1st-iter DRT viols	118	
worst_hold_path	hold path start	clk_out_o[31]$_SDFFE_PN0P_	
finish	Final Cell Area	2069	um2
clocking	Num CTS Buffers	5	
global_routing	number of global-route vias before repair	1328	
route	vias per cell	4.446	
sta	Min Hold Slack	0.4735	ns
sta	setup TNS	0	ns
synth	top-count cell post-synth	dfxtp_1	
clocking	Post-CTS Setup Bufs	0	
floorplanning	Die H	114	um
placement	Placed Instance Area	1972	um2
clocking	clock root buffer master	clkbuf_8	
global_routing	first-pass GRT wire length	6.941	mm
sta	# setup viols final	0	
sta	Hold Vio Cnt, Final	0	
clocking	clock buffer depth	2	
route	post-route ant nets	0	
finish	largest register by flop count	clk_out_o	
synth	Yosys chip area	1563	um2
worst_setup_path	RR Startpoint	clk_out_o[2]$_SDFFE_PN0P_	
synth	synth warn	1	
route	final wirelength	4.010	mm
clocking	CTS tree	yes	
clocking	clock sinks	32	
worst_setup_path	slowest cell on the critical path	clkdlybuf4s50_1	
sta	FMAX	283.2	MHz
worst_setup_path	critical path class	in2reg	
route	drt first pass iters	4	
synth	sequential fraction of the synthesis area	0.4099	
floorplanning	Rows	34	
worst_setup_path	Req. time, crit path	7.90	ns
worst_setup_path	crit-path cells	clkdlybuf4s50_1, and4_1, nand4_1, or4_1, a21oi_1	
synth	Post-synth top cells	dfxtp_1, nor2_1, nand2_1, nand2b_1, nand4_1	
worst_setup_path	FF-to-FF path depth	4	
finish	Gate Area	837.1	um2
synth	cell type with the largest total area	dfxtp_1	
power_and_ir_drop	Max VDD drop	93.46	uV
sta	period utilization	0.4586	
route	drt wl/cell	12.77	um
sta	Slew HR	0.4863	
global_routing	largest net degree at the start of global routing	24	
worst_setup_path	RR Endpoint	clk_out_o[22]$_SDFFE_PN0P_	
finish	synth-to-layout area growth	32.43	%
## cells by family (layout without fill, tap and decap cells)
| kind of cell | Yosys count | in the layout | share of synthesized area |
|---|---|---|---|
| AND/OR/NAND/NOR | 79 | 79 | 0.2802 |
| flip-flops | 32 | 32 | 0.4099 |
| AND-OR/OR-AND | 30 | 30 | 0.1489 |
| buffers and inverters | 17 | 47 | 0.05444 |
| XOR/XNOR | 13 | 13 | 0.07286 |
| multiplexers | 4 | 4 | 0.02562 |
| adder cells (fa/ha/maj) | 1 | 1 | 0.008005 |
## worst max-delay path by stage
| stage | from | to |
|---|---|---|
| final | enable_i | clk_out_o[22]$_SDFFE_PN0P_ |
| after global routing | enable_i | clk_out_o[26]$_SDFFE_PN0P_ |
| after CTS | enable_i | clk_out_o[22]$_SDFFE_PN0P_ |
## report_power, final
group	internal (mW)	total (mW)	switching [mW]
registers	0.167	0.168	0.00130
logic	0.00508	0.0115	0.00645
clock network	0.0724	0.139	0.0666
total	0.244	0.318	0.0744
## cell usage in the layout, fill, tap and decap left out
cell type	n
and4_1	3
mux2i_1	4
clkbuf_8	6
and3_2	1
nor2_1	14
clkdlybuf4s50_1	34
or4_4	1
o41ai_1	7
and2_1	1
or2_1	1
nand2b_1	10
ha_1	1
nand3_1	9
xor2_1	9
o311ai_2	1
o311ai_0	5
nand4_1	10
nand4_2	1
or3_1	4
o21ai_0	4
and3_1	2
dfxtp_1	32
a21oi_1	7
clkinvlp_4	2
nand2_1	13
xnor2_1	4
nor4_1	3
inv_1	5
nor3b_1	1
o41ai_2	1
o311ai_1	2
nor3_1	2
o31ai_1	3
or4_1	3
## layer usage
metal / global-route usage / share of wire / routed length (um) / up-vias
li1: - / - / - / 705
met5: 0 / 0 / 0 / -
met4: 0.006683 / 0.0080 / 32 / 0
met1: 0.09028 / 0.46 / 1856 / 644
met3: 0.02552 / 0.099 / 395 / 4
met2: 0.09036 / 0.43 / 1726 / 43
## cell type report
type                       count  area share
timing repair buffer          34      0.1645
sequential                    32      0.3096
tap                          108     0.06530
clock buffer                   6     0.03990
inverter                       5    0.009069
clock inverter                 2    0.007255
multi-input combinational    127      0.4045
## stage by stage
stage	worst slack, ns	util
floorplan	4.804	-
global placement	3.940	0.2272
detailed placement	3.880	0.2272
CTS	4.188	0.2385
global route	3.975	0.2385
finish	4.169	0.2385
## critical path, delay by kind of cell
family	cells	cell delay, ns
and+or+nand+nor	3	1.43
AOI/OAI and AO/OA	1	0.15
buffers and inverters	1	0.61
Power figures rest on the tool's default switching activity, not on a simulated workload.
