==> /design/flow/design.v <==
module domain_synchronizer #(
    parameter integer DATA_WIDTH = 32
)(
    input  logic clk,
    input  logic resetn,
    input  logic [DATA_WIDTH-1:0] d_async_i,
    output logic [DATA_WIDTH-1:0] d_sync_o
);
logic [DATA_WIDTH-1:0] sync_q1;
logic [DATA_WIDTH-1:0] sync_q2;
always_ff @( posedge clk or negedge resetn ) begin : TWO_STAGE_SYNC
    if(!resetn) begin
        sync_q1 <= DATA_WIDTH'b0;
        sync_q2 <= DATA_WIDTH'b0;
    end else begin
        sync_q1 <= d_async_i;
        sync_q2 <= sync_q1;
    end    
end
assign d_sync_o = sync_q2;
endmodule
==> /design/flow/run.sh <==
#!/bin/bash
# OpenROAD 26Q1-2900-gdf79404cd8, Yosys 0.63+post, stock flow scripts
make -C /OpenROAD-flow-scripts/flow DESIGN_CONFIG=/design/flow/config.mk WORK_HOME=/design/flow/orfs finish
==> /design/flow/config.mk <==
export PLATFORM = sky130hd
export DESIGN_NAME = domain_synchronizer
export DESIGN_NICKNAME = domain_synchronizer
export VERILOG_FILES = /design/flow/design.v
export SDC_FILE = /design/flow/constraint.sdc
export NUM_CORES = 4
export LEC_CHECK = 1
export CORE_UTILIZATION = 40
==> /design/flow/constraint.sdc <==
current_design domain_synchronizer

set clk_period 1.0
set clk_io_pct 0.2

create_clock -name clk0 -period $clk_period [get_ports {clk}]

set non_clock_inputs [all_inputs -no_clocks]
set_input_delay [expr $clk_period * $clk_io_pct] -clock clk0 $non_clock_inputs
set_output_delay [expr $clk_period * $clk_io_pct] -clock clk0 [all_outputs]
==> results_slide.txt <==
Synthesis and Place & Route Summary

Outcome
  – Failing checks: hold timing, setup timing
  – Outcome: complete, but fails checks

Pwr
  – Switching Fraction: 18.7%
  – Sequential Power Share: 57.8%
  – Comb power frac: 4.8%
  – PD cells: 2040 mW/mm2
  – Worst IR Drop VDD: 1290 uV
  – Tot Pwr: 4.76 mW
  – P_int: 3.87 mW
  – Clk pwr share: 37.4%
  – P_sw: 0.889 mW
  – Lkg Pwr: 1.09 nW

Global route
  – First-pass GRT wire length: 3720 um
  – Initial antenna violation count: 0
  – Vias in the first global route: 731
  – Grt ovf: 0
  – Gr usage total: 13.0%
  – Largest net degree at the start of global routing: 65

Placed design
  – Placed Area: 0.00233 mm2
  – PortBufs: 65
  – Pre-CTS setup slack: 0.00510 ns
  – Final GP Congestion: 0.662
  – HPWL after DPL: 1410 um
  – Placed Cells: 178

Setup path
  – Reg2reg path depth: 0
  – Critical Path End Type: primary output
  – Crit path capture: d_sync_o[0]
  – Worst setup SP type: flop
  – Crit path buffers/inverters: 1
  – Crit path DAT: 0.81 ns
  – CP peak stage delay: 0.37 ns
  – Critical Path Fanout Max: 1
  – Top Family by Delay on Critical Path: flip-flops
  – Reg2Reg Setup Slack: 0.51 ns
  – R2R Path Start: sync_q1[0]
  – Worst-path cell chain: buf_2
  – R2R Path End: sync_q2[0]
  – Stages on the worst setup path: 1
  – Critical path startpoint: sync_q2[0]
  – CP Data Required Time: 0.80 ns
  – Crit-path slowest cell: dfrtp_1
  – Kind of critical path: flop to primary output

Synth
  – Yosys synthesis chip area: 0.00160 mm2
  – Number of library cell types mapped by synthesis: 1
  – # Cells Yosys: 64
  – Yosys reg bits: 64
  – Cell area after synthesis: 0.00160 mm2
  – Yosys warns: 1
  – Synth Area per Inst: 25.0 um2
  – Synth Instances: 64
  – Seq/Total Area, Yosys: 100%

Drt
  – Diode count: 0
  – Initial drt markers: 32
  – DRC viols: 0
  – Detailed-route wire length per cell: 12.2 um
  – Via density: 4.05
  – Drt first pass iters: 3
  – Detailed-route via count: 773
  – Antenna viol nets, final: 0
  – Routed wire length: 2330 um

Finish
  – Final core utilization: 62.2%
  – Gate Area: 0 um2
  – P&R area growth vs syn: 45.3%
  – Layout Cells excl Fill: 191
  – Layout cells sized above 1: 32.2%
  – Post-Layout Inst Area: 0.00233 mm2
  – Fillers: 289
  – #MultiIn Comb: 0

STA
  – Setup ws final: -0.00937 ns
  – Setup Skew: 0.00654 ns
  – Worst Max-Slew Pin Slew: 0.315 ns
  – RSZ-0062 raised after global routing: yes
  – Final Hold Vio Count: 64
  – Minimum hold slack: -0.119 ns
  – Final Cycle Share: 101%
  – Max Transition Viols Final: 0
  – Setup TNS: -0.00937 ns
  – Period minus WS final: 1.01 ns
  – Peak Freq: 0.991 GHz
  – Rel. slew slack: 79.0%
  – Final setup viols: 1

Die
  – Die X: 65.3 um
  – Cell Rows: 22
  – I/O pins: 66
  – DIE AREA: 0.00426 mm2
  – Die height: 65.3 um
  – Core ar.: 0.00374 mm2
  – Fp util: 42.8%

CTS
  – CTS tree: built
  – Reg clk slew, reported paths: 0.06 ns
  – H-Tree Depth: 3
  – Latency at later pin: 0.32 ns
  – Total CTS buffers: 9
  – CTS Buffer Depth: 2
  – CTS sink cnt: 64
  – CTS Root Cell: clkbuf_8

Flow run
  – Tool Warnings: 29
  – Max Cap Viol: 0

Worst hold path
  – Worst Hold Class: primary input to async pin
area by class of cell:
cell class | count | area, um2 | share of cell area, %
clock buffer | 12 | 155 | 6.67
sequential | 64 | 1600 | 68.8
tap | 48 | 60.1 | 2.58
timing repair buffer | 66 | 505 | 21.7
clock inverter | 1 | 5.00 | 0.215
cell usage in the layout, fill, tap and decap left out:
cell type / synthesis / final
buf_12: 0 / 1
clkdlybuf4s50_1: 0 / 32
clkbuf_1: 0 / 1
buf_2: 0 / 33
dfrtp_1: 64 / 64
clkinv_2: 0 / 1
clkbuf_8: 0 / 11
logic make-up after synthesis:
| group | Yosys count | synth area share (%) |
|---|---|---|
| DFF | 64 | 100 |
routing by layer:
layer,up-vias,global-route usage [%],wire [um]
li1,346,-,-
met1,375,21.0,960
met2,49,16.2,1010
met3,3,8.45,337
met4,0,1.90,14
met5,-,0,0
repair_timing:
action / CTS / global route
pin swaps: 0 / 0
gates resized: 98 / 0
endpoints found under the hold margin: 64 / 64
endpoints found under the setup margin: 32 / 32
buffers inserted: 0 / 0
cell usage after synthesis, drive strengths merged:
library cell | number | share of area (%)
dfrtp | 64 | 100
how the worst min path moves through the flow:
stage / end / cells after the start
global route: sync_q2[17] / 2
CTS: sync_q2[13] / 2
finish: sync_q2[27] / 2
registers in the layout (all words and copies together), names as in the netlist:
register  flops
sync_q2      32
sync_q1      32
power groups by stage:
stage	Clock [mW]	Sequential [mW]	Combinational, mW
6_report	1.78	2.75	0.228
5_1_grt	1.99	2.76	0.255
4_1_cts	1.87	2.75	0.237
Power and IR drop assume default switching activity.
